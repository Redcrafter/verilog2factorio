[flow/run.sh]
#!/bin/bash
# OpenROAD 26Q1-2900-gdf79404cd8, Yosys 0.63+post, stock flow scripts
make -C /OpenROAD-flow-scripts/flow DESIGN_CONFIG=/design/flow/config.mk WORK_HOME=/design/flow/orfs finish
[flow/config.mk]
export PLATFORM = sky130hd
export DESIGN_NAME = fibonacci
export DESIGN_NICKNAME = fibonacci
export VERILOG_FILES = /design/flow/design.v
export SDC_FILE = /design/flow/constraint.sdc
export NUM_CORES = 4
export LEC_CHECK = 1
export CORE_UTILIZATION = 40
[flow/constraint.sdc]
current_design fibonacci

set clk_period 7.5
set clk_io_pct 0.2

create_clock -name clk0 -period $clk_period [get_ports {clk}]

set non_clock_inputs [all_inputs -no_clocks]
set_input_delay [expr $clk_period * $clk_io_pct] -clock clk0 $non_clock_inputs
set_output_delay [expr $clk_period * $clk_io_pct] -clock clk0 [all_outputs]
[flow/design.v]
module fibonacci(input clk, input rst, output reg [30:0] a, output reg [30:0] b);
  always @(posedge clk)
    if (rst) begin
      a <= 0;
      b <= 1;
    end else begin
      a <= b;
      b <= a + b;
    end
endmodule
==> results_dict.tcl <==
# place-and-route summary
set metrics [dict create \
    required_ns 7.74 \
    r2r_end "b[26]" \
    fin_area_mm2 0.00432 \
    cts_tree "done" \
    num_rows 33 \
    wl_per_cell_um 13.8 \
    rsz0062_at_grt "no" \
    die_h_um 94.3 \
    firstDrtPassIters 4 \
    power_density_mw_per_mm2 206 \
    ant_nets 0 \
    grt_pass1_wl_um 13100 \
    grt_max_degree 71 \
    synth_area_per_cell_um2 8.54 \
    syn_area_mm2 0.00341 \
    die-area_mm2 0.00889 \
    track_usage_pct 18.8 \
    tightest_slew_ns 0.692 \
    min_period_ns 2.87 \
    portBuffers 63 \
    cts_resized 0 \
    grt_overflow_total 0 \
    dp_cells 551 \
    regToRegStartpoint "a[0]" \
    cts.repair_timing.setup_buffer_count 0 \
    layout-drive-gt1-share_pct 5.84 \
    rr_worst_depth 8 \
    clk_path_buf_depth 2 \
    hp-start "b[21]" \
    grt_pass1_vias 2948 \
    ys_ff 62 \
    wl_um 7830 \
    p_seq_share_pct 42.0 \
    initial_core_util_pct 41.5 \
    chipWidth_um 94.3 \
    finalSetupViolCount 0 \
    area_delta_synth_final_pct 26.9 \
    power.net_switching_uw 224 \
    clkPwrFrac_pct 40.6 \
    min_path_cells 1 \
    final_core_util_pct 52.6 \
    drv_slew 0 \
    period_used_pct 38.3 \
    critPathArrivalTime_ns 3.11 \
    busiest_layer "met2" \
    max_freq_mhz 348 \
    antennaDiodeCount 0 \
    relSlewSlack_pct 53.9 \
    gp_congestion 0.903 \
    antenna_found_initial 0 \
    status "finished clean" \
    cts_root_buf "clkbuf_8" \
    warning_count 25 \
    avgViaCountPerCell 5.34 \
    skew_ns 0.00950 \
    dp_hpwl_um 5750 \
    post-place-ws_ns 4.65 \
    clk_pin_slew_ns 0.08 \
    yosysChipArea_mm2 0.00341 \
    leakage_uw 0.00173 \
    sw_frac_of_total_pct 25.2 \
    htreeDepth 3 \
    ys_seq_share_pct 36.4 \
    final.setup.tns_ns 0 \
    grt_util_met3_pct 3.21 \
    ys.flop_type "dfxtp_1" \
    instances_no_fill 567 \
    crit_fanout 5 \
    pin_count 64 \
    crit_type "flop to flop" \
    cts_buffers 9 \
    core_area_mm2 0.00822 \
    synthCells 399 \
    ys_cells 399 \
    place_area_mm2 0.00408 \
    p_comb_share_pct 17.4 \
    end_kind "flop" \
    r2r_slack_ns 4.63 \
    finalHoldViolCount 0 \
    route.vias.total 3025 \
    use_met1_pct 26.0 \
    max_cap_viol_count 0 \
    cts_hold_buf 0 \
    async_flop_share_pct 0 \
    post-route-drc-count 0 \
    hold_end "a[21]" \
    max-vdd-ir-drop_mv 0.116 \
    synth.distinct_cells 49 \
    globalRouteMet2Util_pct 31.9 \
    p_int_uw 664 \
    cts.sinks 62 \
    setup_ws_ns 4.63 \
    clkLatencyLatePin_ns 0.35 \
    edf_count 0 \
    drtIter0Drc 119 \
    hold_class "flop to flop" \
    yosysWarnings 1 \
    startpoint_type "flop" \
]
[per-stage QoR]
stage	hold WS (ns)	power, uW
final	0.483	889
after global routing	0.497	935
after CTS	0.486	898
after detailed placement	0.476	535
after global placement	0.469	533
after floorplan	0.442	463
[cells in the mapped netlist, types with 2 or more instances]
cell type	number	area (um^2)
nand2_1	32	120
nor2b_1	40	250
o21ai_1	2	10.0
ha_1	30	375
a31oi_1	7	43.8
buf_6	2	22.5
clkbuf_1	10	37.5
nor2_1	32	120
mux2_1	2	22.5
a211oi_1	4	30.0
buf_4	4	30.0
and3_1	3	18.8
o211ai_1	4	30.0
dfxtp_1	62	1240
o21a_1	9	67.6
mux2_2	4	45.0
a21oi_1	36	180
o21bai_1	2	15.0
nand3_1	12	60.1
xnor2_1	6	52.6
inv_1	8	30.0
xor2_1	6	52.6
a21o_1	4	30.0
nor4_1	3	18.8
nand4_1	9	56.3
a21o_2	2	17.5
nand4b_1	2	17.5
o21ai_0	19	95.1
a221oi_1	3	26.3
nor3_1	17	85.1
or3_1	2	12.5
and4_1	4	35.0
[cell type report]
cell class	count	area (um^2)
clock buffer	9	124
clock inverter	7	123
fill	774	3890
inverter	8	30.0
multi-input combinational	312	2040
sequential	62	1240
tap	105	131
timing repair buffer	64	633
[state kept, by name, indices dropped and copies added (netlist names)]
name,flops
a,31
b,31
[placed cells by master (no fill, tap or decap), types with 7 or more instances in the layout]
master	n
clkdlybuf4s50_1	62
clkbuf_8	9
dfxtp_1	62
a21oi_1	36
nor2_1	32
nand2_1	32
nor2b_1	40
ha_1	30
o21ai_0	19
nor3_1	17
a31oi_1	7
nand4_1	9
inv_1	8
o21a_1	9
nand3_1	12
[power by group through the flow]
stage	clock (uW)	sequential, uW	combinational [uW]
finish	361	373	154
global route	385	377	172
CTS	369	374	156
[layer usage]
| layer | up-vias | part of all wire, % |
|---|---|---|
| li1 | 1550 | - |
| met1 | 1407 | 48 |
| met2 | 58 | 47 |
| met3 | 10 | 3.6 |
| met4 | 0 | 1.4 |
| met5 | - | 0 |
[worst max path at each step]
stage	startpoint	endpoint	slack [ns]	cells past startpoint
4_1_cts	a[0]	b[26]	4.62	8
5_1_grt	a[0]	b[26]	4.35	8
6_report	a[0]	b[26]	4.63	8
[cells by family (layout without fill, tap and decap cells)]
group                    count (synthesis)  count (layout)  share of synthesized area, %
flip-flops                              62              62                          36.4
AND-OR/OR-AND                          103             103                          19.1
buffers and inverters                   25              88                          3.67
AND/OR/NAND/NOR                        160             160                          24.1
adder cells (fa/ha/maj)                 31              31                          11.6
XOR/XNOR                                12              12                          3.08
multiplexers                             6               6                          1.98
[critical path, stage by stage, from the launching register on]
cell and delay (ns):
dfxtp_1 0.32, ha_1 0.22, fa_1 0.43, a211oi_1 0.33, o211ai_1 0.20, a31oi_1 0.42
o21ai_1 0.17, a221oi_1 0.30, mux2_2 0.36
Power and IR drop assume default switching activity.
