===== ./design.v =====
module spiral (
    input clk,
    input reset,
    output reg signed [31:0] x,
    output reg signed [31:0] y);
    reg [1:0] dir;
    reg [31:0] len;
    reg [31:0] j;
    always @(posedge clk)
        if (reset) begin
            x <= 0;
            y <= 0;
            dir <= 0;
            len <= 2;
            j <= 0;
        end else begin
            case (dir)
                0: x <= x + 1;
                1: y <= y + 1;
                2: x <= x - 1;
                3: y <= y - 1;
            endcase
            j = j + 1;
            if(j == (len >> 1)) begin
                j <= 0;
                dir <= dir + 1;
                len <= len + 1;
            end
        end
endmodule

===== ./run.sh =====
#!/bin/bash
# OpenROAD 26Q1-2900-gdf79404cd8, Yosys 0.63+post, stock flow scripts
make -C /OpenROAD-flow-scripts/flow DESIGN_CONFIG=/design/flow/config.mk WORK_HOME=/design/flow/orfs finish

===== ./config.mk =====
export PLATFORM = sky130hd
export DESIGN_NAME = spiral
export DESIGN_NICKNAME = spiral
export VERILOG_FILES = /design/flow/design.v
export SDC_FILE = /design/flow/constraint.sdc
export NUM_CORES = 4
export LEC_CHECK = 1
export CORE_UTILIZATION = 50

===== ./constraint.sdc =====
current_design spiral

set clk_period 14.9
set clk_io_pct 0.2

create_clock -name clk0 -period $clk_period [get_ports {clk}]

set non_clock_inputs [all_inputs -no_clocks]
set_input_delay [expr $clk_period * $clk_io_pct] -clock clk0 $non_clock_inputs
set_output_delay [expr $clk_period * $clk_io_pct] -clock clk0 [all_outputs]

==> impl_metrics.sql <==
-- implementation run metrics
INSERT INTO impl_metrics (metric_group, metric, value, unit) VALUES
('run_status', 'outcome', 'finished clean', ''),
('synthesis', 'yosysTopAreaCellShare', '0.244', ''),
('floorplanning', 'core_area', '21000', 'sq um'),
('sta', 'final_period_minus_worst_setup_slack', '4.57', 'ns'),
('clock_network', 'clock-sinks', '130', ''),
('placed_design', 'dp.final_hpwl', '20600', 'um'),
('setup_path', 'critical_path_peak_fanout', '12', ''),
('synthesis', 'yosys.stat.chipArea', '10700', 'sq um'),
('worst_hold_path', 'hold_path_class', 'flop to flop', ''),
('sta', 'report.final.setup_viol', '0', ''),
('drt', 'routed-via-count', '10500', ''),
('clock_network', 'clock_path_buffers', '2', ''),
('clock_network', 'worst_setup_hold_path_clk_slew', '0.06', 'ns'),
('power', 'p_per_area', '146', 'nW/um^2'),
('placed_design', 'place_inst', '1679', ''),
('clock_network', 'root_buffer', 'clkbuf_16', ''),
('global_route', 'vias_in_the_first_global_route', '9268', ''),
('setup_path', 'worst_path_max_delay_cell', 'dfxtp_1', ''),
('global_route', 'grt_util_all_layers', '0.281', ''),
('synthesis', 'post-synth-top-count-cell', 'nor2_1', ''),
('clock_network', 'htree_num_levels', '4', ''),
('drt', 'wire_per_inst', '17.4', 'um'),
('cells_and_area', 'synthToLayoutAreaGrowth', '10.7', '%'),
('clock_network', 'cts_hold_buffers', '0', ''),
('flow_run', 'max_cap_violations', '0', ''),
('setup_path', 'crit_path_cell_trace', 'clkdlybuf4s50_1', ''),
('setup_path', 'timing.reg2reg.setup_slack', '10.53', 'ns'),
('global_route', 'antenna_found_initial', '0', ''),
('synthesis', 'synth-seq-area-share', '0.244', ''),
('clock_network', 'post-cts-setup-buffer-count', '0', ''),
('setup_path', 'worst_ep_arrival_time', '1.59', 'ns'),
('placed_design', 'gp_congestion', '0.967', ''),
('drt', 'postRouteWirelength', '29800', 'um'),
('synthesis', 'syn-cell-area', '10700', 'sq um'),
('clock_network', 'cts_tree', 'built', ''),
('setup_path', 'worstSetupEndpointType', 'output port', ''),
('floorplanning', 'count_of_pins_on_the_block_boundary', '66', ''),
('setup_path', 'critical_path_class', 'flop to output port', ''),
('sta', 'post-route-period-util', '0.307', ''),
('global_route', 'grt_max_degree', '78', ''),
('synthesis', 'yosys_most_used_dff', 'dfxtp_1', ''),
('sta', 'maxSlewHeadroom', '0.361', ''),
('setup_path', 'critPathRequiredTime', '11.92', 'ns'),
('sta', 'grt_setup_unrepaired', 'no', ''),
('drt', 'drtIter0Drc', '814', ''),
('power', 'vdd.ir_drop.worst', '0.0980', 'mV'),
('cells_and_area', 'n_fill_cell', '2009', ''),
('drt', 'drt_pass1_iterations', '5', ''),
('synthesis', 'netlist-cell-type-count', '85', ''),
('power', 'total_leakage_power', '4.02', 'nW'),
('floorplanning', 'fp-row-count', '53', ''),
('sta', 'fin_hold_viols', '0', ''),
('drt', 'route.antenna.remaining_nets', '0', ''),
('floorplanning', 'die-height', '148', 'um'),
('synthesis', 'synth-edff-count', '0', ''),
('cells_and_area', 'post_route_cells_drive_above_1_share', '0.0634', ''),
('floorplanning', 'initCoreUtil', '0.509', ''),
('floorplanning', 'chipArea', '21900', 'sq um'),
('drt', 'route.detailed.drc', '0', ''),
('synthesis', 'synth_async_sr_flop_share', '0', ''),
('setup_path', 'cpPeakStageDelay', '0.62', 'ns'),
('synthesis', 'synth.area.top_cells', 'dfxtp_1 (24%), nor2_1 (7.3%), xor2_1 (5.7%)', ''),
('drt', 'via_per_inst', '6.15', ''),
('global_route', 'globalRouteOverflowTotal', '0', ''),
('clock_network', 'cts-buffers-inserted', '17', ''),
('sta', 'drv_slew', '0', ''),
('synthesis', 'synth_area_leader_cell', 'dfxtp_1', ''),
('flow_run', 'tool_warning_count', '30', ''),
('synthesis', 'synth.cells.most_frequent', 'nor2_1 (206), dfxtp_1 (130), clkbuf_1 (100)', ''),
('sta', 'timing_worst_slew_pin_value', '0.956', 'ns'),
('clock_network', 'ctsResizeCount', '0', '');
final timing paths:
path | from | to | cells after the start
worst max register to register | j[7] | len[26] | 10
worst max-delay path | y[13] | y[13] | 1
worst min register to register | j[0] | j[0] | 1
worst min-delay path | j[0] | j[0] | 1
cell families (layout without fill, tap and decap cells):
| logic type | after synthesis | count (layout) | share of synthesized area |
|---|---|---|---|
| simple gates | 651 | 651 | 0.321 |
| mux | 56 | 56 | 0.0541 |
| flops | 130 | 130 | 0.244 |
| compound gates | 338 | 338 | 0.212 |
| buf+inv | 168 | 139 | 0.0636 |
| fa+ha+maj | 10 | 10 | 0.0117 |
| xor+xnor | 112 | 112 | 0.0933 |
placed cells by master (no fill, tap or decap), drive strengths merged, types with 11 or more instances in the layout:
cell type / Yosys / routed
xor2: 70 / 70
and3: 17 / 17
or4: 19 / 19
nand2: 90 / 90
o31ai: 21 / 21
or3: 33 / 33
nand3: 59 / 59
a22oi: 13 / 13
clkdlybuf4s50: 0 / 64
nand2b: 14 / 14
mux2i: 43 / 43
buf: 42 / 17
o21ai: 68 / 68
clkbuf: 100 / 18
nor2b: 30 / 30
xnor2: 41 / 41
inv: 26 / 30
a21oi: 81 / 81
nor2: 206 / 206
mux2: 13 / 13
nor3: 48 / 48
o22ai: 15 / 15
o211ai: 11 / 11
a31oi: 16 / 16
dfxtp: 130 / 130
o31a: 16 / 16
nor4: 35 / 35
nand4: 41 / 41
power breakdown:
part	switching (mW)	internal, mW	leakage, nW	total (mW)
clock network	0.171	0.253	0.284	0.424
registers	0.163	0.411	1.05	0.574
logic	0.395	0.327	2.68	0.722
flip-flops by register name, indices dropped and copies added (netlist names):
name,count
dir,2
len,32
y,32
x,32
j,32
through the flow:
step	area (sq um)	hold WS [ns]	total power, mW	utilization	setup WS, ns
3_5_place_dp	11200	0.481	1.30	0.535	9.96
3_3_place_gp	11200	0.475	1.29	0.535	9.97
6_report	11800	0.488	1.72	0.563	10.33
2_1_floorplan	10700	0.447	1.07	-	10.27
5_1_grt	11800	0.531	1.85	0.563	10.18
4_1_cts	11800	0.497	1.73	0.563	10.30
layer usage:
metal	vias up	track usage	wire, um	share of wire
met5	-	0	0	0
met4	0	0.0789	860	0.029
met3	60	0.0332	1460	0.049
met2	334	0.443	13900	0.47
met1	4863	0.413	13600	0.46
li1	5267	-	-	-
cell type report:
| cell class | count | share of cell area |
|---|---|---|
| repair buffers | 81 | 0.0651 |
| well taps | 275 | 0.0292 |
| clock inverters | 14 | 0.0130 |
| multi-input cells | 1167 | 0.627 |
| flip-flops and latches | 130 | 0.221 |
| inverters | 26 | 0.00827 |
| clock buffers | 18 | 0.0372 |
No activity file was given, so power comes from the tool's default toggle rates.
