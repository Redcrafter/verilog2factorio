===== design/flow/run.sh =====
#!/bin/bash
# OpenROAD 26Q1-2900-gdf79404cd8, Yosys 0.63+post, stock flow scripts
make -C /OpenROAD-flow-scripts/flow DESIGN_CONFIG=/design/flow/config.mk WORK_HOME=/design/flow/orfs finish

===== design/flow/config.mk =====
export PLATFORM = sky130hd
export DESIGN_NAME = rv32i_cpu
export DESIGN_NICKNAME = rv32i_cpu
export VERILOG_FILES = /design/flow/design.v
export SDC_FILE = /design/flow/constraint.sdc
export NUM_CORES = 4
export LEC_CHECK = 1
export CORE_UTILIZATION = 50

===== design/flow/constraint.sdc =====
current_design rv32i_cpu

set clk_period 18.4
set clk_io_pct 0.2

create_clock -name clk0 -period $clk_period [get_ports {clk}]

set non_clock_inputs [all_inputs -no_clocks]
set_input_delay [expr $clk_period * $clk_io_pct] -clock clk0 $non_clock_inputs
set_output_delay [expr $clk_period * $clk_io_pct] -clock clk0 [all_outputs]

===== design/flow/design.v =====
module rv32i_cpu(
    input clk,
    input reset,
    input  [31:0] program_data_bus,
    output [31:0] program_addr_bus,
    input  [31:0] mem_read_data_bus,
    output reg [31:0] mem_write_data_bus,
    output reg mem_write_signal,
    output reg [31:0] mem_addr_bus
);
    reg  [31:0] regs [31:1];
    reg  [31:0] pc;
    assign program_addr_bus = pc;
    wire [31:0] instruction = program_data_bus;
    wire [6:0]  opcode = instruction[6:0];
    wire [4:0]  rd     = instruction[11:7];                            
    wire [2:0]  funct3 = instruction[14:12];                           
    wire [4:0]  rs1    = instruction[19:15];                           
    wire [4:0]  rs2    = instruction[24:20];                           
    wire [6:0]  funct7 = instruction[31:25];                           
    wire [31:0] i_imm  = $signed(instruction[31:20]);                  
    wire [31:0] u_imm  = {instruction[31:12], 12'b0};                  
    wire [31:0] j_imm  = $signed({instruction[31], instruction[19:12], instruction[20], instruction[30:21], 1'b0 });  
    wire [31:0] b_imm  = $signed({instruction[31], instruction[7],  instruction[30:25], instruction[11:8] , 1'b0 });  
    wire [31:0] s_imm  = $signed({instruction[31:25], instruction[11:7]});      
    logic [31:0] result;
    logic writeResult;
    logic [31:0] pcResult;
    wire [31:0] rs1Val = regs[rs1];
    wire [31:0] rs2Val = regs[rs2];
    function jumpCond();
        case (funct3)
            3'b000:  jumpCond = rs1Val == rs2Val;
            3'b001:  jumpCond = rs1Val != rs2Val;
            3'b100:  jumpCond = $signed(rs1Val) < $signed(rs2Val);
            3'b101:  jumpCond = $signed(rs1Val) >= $signed(rs2Val);
            3'b110: jumpCond = rs1Val < rs2Val;
            3'b111: jumpCond = rs1Val >= rs2Val;
            default:  jumpCond = 0;
        endcase
    endfunction
    function [31:0] immMath();
        case (funct3)
            3'b000:  immMath = rs1Val + i_imm;
            3'b010:  immMath = $signed(rs1Val) < $signed(i_imm);
            3'b011: immMath = rs1Val < i_imm;
            3'b100:  immMath = rs1Val ^ i_imm;
            3'b110:   immMath = rs1Val | i_imm;
            3'b111:  immMath = rs1Val & i_imm;
            3'b001:  immMath = rs1Val << i_imm[4:0];
            3'b101: begin
                if (i_imm[10]) immMath = $signed(rs1Val) >>> i_imm[4:0];
                else           immMath = rs1Val >> i_imm[4:0];
            end
            default: immMath = 0;
        endcase
    endfunction
    function [31:0] opMath();
        case({funct7, funct3})
            {7'b0000000, 3'b000}:  opMath = rs1Val + rs2Val;
            {7'b0000000, 3'b010}:  opMath = $signed(rs1Val) < $signed(rs2Val);
            {7'b0000000, 3'b011}: opMath = rs1Val < rs2Val;
            {7'b0000000, 3'b100}:  opMath = rs1Val ^ rs2Val;
            {7'b0000000, 3'b110}:   opMath = rs1Val | rs2Val;
            {7'b0000000, 3'b111}:  opMath = rs1Val & rs2Val;
            {7'b0000000, 3'b001}:  opMath = rs1Val << rs2Val[4:0];
            {7'b0000000, 3'b101}:  opMath = rs1Val >> rs2Val[4:0];
            {7'b0100000, 3'b000}:  opMath = $signed(rs1Val) - $signed(rs2Val);
            {7'b0100000, 3'b101}:  opMath = $signed(rs1Val) >>> rs2Val[4:0];
            default:              opMath = 0;
        endcase
    endfunction
    always @(posedge(clk)) begin
        mem_write_signal = 0;
        if (reset == 0) begin
            pc <= 0;
        end else begin
            result = 0;
            writeResult = 0;
            pcResult = pc + 4;
            case (opcode)
                7'b0000011: begin
                    mem_addr_bus <= rs1Val + i_imm;
                    result = funct3 == 3'b010 ? mem_read_data_bus : 0;
                    writeResult = 1;
                end
                7'b0100011: begin
                    mem_addr_bus <= rs1Val + $signed(s_imm);
                    mem_write_data_bus <= rs2Val;
                    if (funct3 == 3'b010) mem_write_signal <= 1;
                end
                7'b0010011: begin
                    result = immMath();
                    writeResult = 1;
                end  
                7'b0110111: begin
                    result = u_imm; 
                    writeResult = 1;
                end 
                7'b0010111: begin
                    result = u_imm + pc;
                    writeResult = 1;
                end
                7'b0110011: begin
                    result = opMath();
                    writeResult = 1;
                end
                7'b1101111: begin
                    result = pc + 4;
                    writeResult = 1;
                    pcResult = pc + j_imm;
                end
                7'b1100111: begin
                    result = pc + 4; 
                    writeResult = 1;
                    pcResult = (rs1Val + i_imm) & 32'b11111111111111111111111111111110;
                end
                7'b1100011: if(jumpCond()) pcResult = pc + b_imm;
            endcase
            pc <= pcResult;
            if (writeResult) regs[rd] <= result; 
        end
    end
endmodule

==> flow_summary.yaml <==
# flow metrics
synth:
  netlist.area_leader.share_pct: 44.8
  topCellsByArea: "edfxtp_1, mux4_2, mux2i_1, ha_1, a21oi_1"
  synth_cell_types: 109
  ys_seq_share_pct: 45.7
  edf_count: 1056
  synthArstFlopShare_pct: 0
  ys_cells: 5954
  yosys_area_um2: 70700
  flop_cell: "edfxtp_1"
  synth_area_per_cell_um2: 11.9
  ys_seq_elements: 1088
  synth_cells: 5954
  synth_area_leader_cell: "edfxtp_1"
  syn_area_um2: 70700
  yosys_warnings: 1
worst_setup_path:
  rr_worst_depth: 18
  critPathKind: "input port to flop"
  critPathMostFrequentCell: "buf_4"
  crit_path_start_kind: "input port"
  arrival_ns: 12.41
  crit_fanout: 43
  worstSetupPathDepth: 25
  path_buffers: 8
  crit_path_max_incr_delay_ns: 0.80
  crit_path_end_kind: "flop"
  slowest_stage: "nand2_1"
  crit_family: "buffers and inverters"
  cp.required_ns: 18.86
timing:
  fin_crit_ns: 11.94
  slew_viol_final: 0
  setup_viol: 0
  hold_viol_final: 0
  finalSetupTns_ns: 0
  finalClockPeriodUsage_pct: 64.9
  worst_slack_ns: 6.46
  worst_slew_pin_slew_ns: 1.45
  finClkSkew_ns: 0.109
  maxSlewHeadroom_pct: 3.35
  rsz0062_at_grt: "no"
  clock.fmax_mhz: 83.7
die:
  coreArea_um2: 140000
  io_pins: 163
  fp-row-count: 137
  fp.dieW_um: 378
  die_y_um: 378
  dieArea_um2: 143000
  fp_util_pct: 50.6
global_route:
  grt_antenna_before_repair: 23
  grt_pass1_vias: 59293
  grt_overflow_total: 0
  grt_use_total_pct: 50.7
  grt_max_degree: 94
  grt_first_pass_wirelength_um: 460000
run:
  drv_cap: 0
  tool_warnings: 161
clock_network:
  cts_buffers: 110
  cts_sinks: 1088
  cts-resized-gates: 0
  cts_tree: "done"
  cts_root_buf: "clkbuf_16"
  clk_path_buf_depth: 3
  h-tree-depth: 3
  path_clk_slew_ns: 0.06
  postCtsSetupBuffers: 0
  hold_buffers: 0
  clk_latency_ns: 0.79
power:
  clkPwrFrac_pct: 35.2
  p_switching_w: 0.00215
  internal_power_w: 0.00453
  finalPower_w: 0.00668
  seqPwrFrac_pct: 40.5
  p_sw_share_pct: 32.2
  p_per_area_nw_per_um2: 84.1
  cellLeakagePower_nw: 27.7
  peakVddDrop_v: 0.000111
  combPwrFrac_pct: 24.3
final_layout:
  final_cell_mix: "edfxtp_1, mux2i_1, nor2_1, a21oi_1, mux4_2"
  post-route-util_pct: 56.8
  areaGrowthSynthToFinish_pct: 12.3
  lay_top_count: "edfxtp_1"
  drive_above_1_share_pct: 17.7
routing:
  postRouteAntennaNets: 0
  drc_errors: 0
  wl_um: 335000
  vias: 58802
  dr.pass1.iters: 6
  viasPerCell: 7.25
  first_iter_violations: 6465
  wire_per_inst_um: 41.3
place:
  dp_slack_ns: 6.18
  io_buffers: 161
  hpwl_um: 237000
  routabilityCongestion: 1.13
worst_hold_path:
  hold_depth: 2
  hp-class: "flop to flop"
run_status:
  outcome: "finished, final reports clean"
## metrics by stage
stage	area, um^2	std cells	hold slack [ns]
3_5_place_dp	75600	7883	0.607
3_3_place_gp	75600	7883	0.609
2_1_floorplan	70700	5954	0.499
6_report	79400	8106	0.619
4_1_cts	79400	8090	0.616
5_1_grt	79400	8090	0.650
## cell type report
cell class / instances / area [um^2]
clock buffer: 127 / 2820
sequential: 1088 / 32400
antenna: 16 / 40.0
fill: 11218 / 60500
tap: 1876 / 2350
clock inverter: 80 / 995
timing repair buffer: 501 / 4200
inverter: 155 / 591
multi-input combinational: 4263 / 36100
## Yosys cell counts (14+ instances only)
cell / number
nand2b_1: 26
o21a_1: 23
or3_1: 23
o31ai_1: 26
inv_1: 149
o221ai_1: 50
xor2_1: 53
nor4_1: 22
clkbuf_1: 248
and3_1: 24
buf_2: 86
a221oi_1: 47
xnor2_1: 119
edfxtp_1: 1056
buf_6: 30
o31a_1: 14
nand2_1: 373
o211ai_1: 53
buf_1: 47
o22ai_1: 74
buf_4: 34
and2_1: 19
or4_1: 17
a311oi_1: 36
mux2i_1: 450
a211oi_1: 136
nor2b_1: 38
a22oi_1: 114
a211o_1: 16
o21ai_0: 271
a31oi_1: 35
nor3_1: 106
a22o_1: 14
nand4_1: 33
a21o_1: 68
nor2_1: 476
ha_1: 259
mux2_2: 46
o32ai_1: 21
or2_2: 15
nand3_1: 96
dfxtp_1: 32
a21oi_1: 416
o21bai_1: 43
mux4_2: 389
## layer usage
layer / track usage (%) / wire length (um) / vias up / share of wire (%)
met5: 10.2 / 1760 / - / 0.53
met2: 68.7 / 144000 / 4993 / 43
met3: 30.3 / 51300 / 1214 / 15
met1: 60.9 / 108000 / 28625 / 32
met4: 34.4 / 30500 / 46 / 9.1
li1: - / - / 23924 / -
## cell families (layout without fill, tap and decap cells)
kind of cell | count (synthesis) | in the layout | share of synthesized area (%)
simple gates | 1318 | 1318 | 8.51
mux | 889 | 889 | 19.6
xor+xnor | 172 | 172 | 2.13
compound gates | 1617 | 1617 | 15.3
buf+inv | 603 | 863 | 3.92
other cells | 1 | 17 | 0.00530
flops | 1088 | 1088 | 45.7
fa+ha+maj | 266 | 266 | 4.78
## path summary, 6_finish.rpt
kind | start | end | slack [ns]
worst max-delay path | program_data_bus[15] | regs[27][31]$_DFFE_PP_ | 6.46
worst min-delay path | pc[1]$_SDFFE_PN0P_ | pc[1]$_SDFFE_PN0P_ | 0.62
worst max register to register | regs[31][1]$_DFFE_PP_ | pc[30]$_SDFF_PN0_ | 10.93
worst min register to register | pc[1]$_SDFFE_PN0P_ | pc[1]$_SDFFE_PN0P_ | 0.62
## sequential cells by signal, indices dropped and copies added (netlist names)
signal,cells
regs,992
mem_addr_bus,32
mem_write_data_bus,32
pc,31
mem_write_signal,1
## worst register-to-register path, stage by stage, from the launching register on
cell and delay, ns:
edfxtp_1 0.39, mux4_2 0.49, o22a_1 0.23, nand3_1 0.81, inv_1 0.57, fa_1 0.60, nor2b_1 0.18, o21ai_0 0.25
nand3_1 0.24, a41oi_1 0.36, a31oi_1 0.18, o211ai_1 0.49, a2111o_1 0.24, nand4_1 0.59, nor2_2 0.29, buf_4 0.36
nand2_1 0.42, and3_1 0.33, o31a_1 0.29
## power by group through the flow
stage	registers [W]	logic (W)	clock network (W)
CTS	0.00271	0.00154	0.00237
global route	0.00271	0.00165	0.00245
finish	0.00271	0.00162	0.00235
No activity file was given, so power comes from the tool's default toggle rates.
